## ./config.mk

```make
export PLATFORM = sky130hd
export DESIGN_NAME = sync_count
export DESIGN_NICKNAME = sync_count
export VERILOG_FILES = /design/flow/design.v
export SDC_FILE = /design/flow/constraint.sdc
export NUM_CORES = 4
export LEC_CHECK = 1
export CORE_AREA = 10 10 70 70
export DIE_AREA = 0 0 80 80
```

## ./constraint.sdc

```tcl
current_design sync_count

set clk_period 1.2
set clk_io_pct 0.2

create_clock -name clk0 -period $clk_period [get_ports {clk}]

set non_clock_inputs [all_inputs -no_clocks]
set_input_delay [expr $clk_period * $clk_io_pct] -clock clk0 $non_clock_inputs
set_output_delay [expr $clk_period * $clk_io_pct] -clock clk0 [all_outputs]
```

## ./design.v

```verilog
module sync_count(clk,rst,count);
	input clk,rst;
	output reg[3:0] count;
		always@(posedge clk)
		begin
				if(rst)
					count<=4'b0000;
				else 
					count<= count + 1;
		end	
endmodule
```

## ./run.sh

```bash
#!/bin/bash
# OpenROAD 26Q1-2900-gdf79404cd8, Yosys 0.63+post, stock flow scripts
make -C /OpenROAD-flow-scripts/flow DESIGN_CONFIG=/design/flow/config.mk WORK_HOME=/design/flow/orfs finish
```

==> changes_impl.md <==
### Physical design

* Final hold vios at 0
* YS chip area at between 100 and 150 µm²
* Power per cell area at 1173 nW/µm²
* Synthesized registers at 4
* GRT Overall Usage at 1.761%
* Dpl hpwl at ~310 µm
* Placed Cells at roughly 65
* Synth Warn # at 1
* Ports at 6
* Htree depth at 1
* Latency at later pin at 240 ps
* Worst path cell trace: dlygate4sd2_1
* Setup violations, final at 0
* Highest Clock Rate at approximately 0.94 GHz
* Max Cap Viol at 0
* CP Launch Type: flop
* FP Util at ~4.2%
* RSZ-0062 raised after global routing: false
* Non-Filler Instances at ~70
* Final wirelength at 485 µm
* Slew HR at 90.64%
* Grt ovf at 0
* Yosys cell types at 7
* First-pass GRT wire length at 765 µm
* Syn-to-layout area delta at 111.2%
* Status: completed
* Post-route minimum period at 1067 ps
* Post-Synthesis Cell Area at 145.1 µm²
* Leakage at 0.1327 nW
* Final TNS setup at 0 ps
* Clock Path Buffers at 2
* Vias/cell at 1.931
* Synth Instances at 13
* Largest net degree at the start of global routing at 4
* Most frequent cells in the layout: 4 x dlygate4sd2_1, 4 x buf_4, 3 x nor2_1, 3 x clkbuf_4, 3 x dfxtp_2
* Slew Limit Fails at 0
* Initial antenna violation count at 0
* Crit path DAT at slightly above 800 ps
* Final core occ at 8.974%
* Placed inst area at 260.3 µm²
* Most flops, register: count
* DRC violation total after the first TritonRoute iteration at 5
* Die Ht at about 80 µm
* Data required, critical path at 960 ps
* CTS tree: yes
* Hold Path Class: flop to flop
* Cts bufs inserted at 3
* CTS Hold Bufs at 0
* Post-DRT Antenna Nets at 0
* CP max stage cell: dfxtp_1
* Clock Skews at 3.653 ps
* CTS Root Cell: clkbuf_4
* Critical path's largest stage delay at approximately 350 ps
* Die Area at 6400 µm²
* Std cell rows at 21
* Clock transition at the registers of the reported paths at 40 ps
* WL/cell at 6.736 µm
* TritonRoute pass-1 iters at 2
* WP buf/inv at 1
* Routability cong. at 0.6740
* Synth Seq Share at 55.17%
* DRC violations left at 0
* CTS Sinks at 4
* Fillcell total at 401
* Worst path top cell family by delay: flip-flops
* Cell count in the Yosys report at 13
* PortBufs at 5
* Layout cells sized above 1 at 44.00%
* Max reg flops at 4
* OpenROAD warning count at 25
* Die Wd at 80 µm
* Mean post-synth cell area at ~11 µm²
* Worst Setup Path Type: flop to output port
* Critical Path Fanout Max at 3
* Vias in the first global route at 158
* Max rail drop VDD at 138.7 µV
* Post-Layout Inst Area at just over 300 µm²
* CP Capture Type: output port
* Total number of vias at about 140
* Placeable core area at 3416 µm²
* Final worst slack at 132.5 ps
* Worst slack at placement at 26.20 ps
* Measured slew at the worst slew-check pin at approximately 140 ps
* Top Registers: count: 4 flops
* Tcrit/Tclk final at 88.96%
metal layers:
layer / track usage, % / up-vias / part of all wire (%)
li1: - / 69 / -
met1: 1.198 / 62 / 32
met2: 1.926 / 8 / 32
met3: 3.523 / 0 / 36
met4: 0.5282 / 0 / 0
met5: 0 / - / 0
final timing paths:
path,start,end,slack (ps),depth (start not counted)
worst min register to register,count[0]$_SDFF_PP0_,count[0]$_SDFF_PP0_,500,2
worst max register to register,count[2]$_SDFF_PP0_,count[3]$_SDFF_PP0_,240,3
worst max-delay path,count[1]$_SDFF_PP0_,count[1],130,1
worst min-delay path,count[0]$_SDFF_PP0_,count[0]$_SDFF_PP0_,500,2
metrics by stage:
stage	total power (W)	hold slack (ps)
finish	0.0003596	496.4
global route	0.0003853	512.2
CTS	0.0003676	500.3
detailed placement	0.0001896	454.8
global placement	0.0001871	441.7
floorplan	0.0001602	306.7
synth_stat cells:
master / instances / area share (%)
nand3_1: 1 / 3.4
ha_1: 1 / 8.6
dfxtp_1: 4 / 55
nor2_1: 3 / 7.8
nor2b_1: 2 / 8.6
mux2_4: 1 / 10
xnor2_1: 1 / 6.0
layout make-up:
type / count / area, µm² / share of cell area [%]
diodes: 1 / 2.502 / 0.8163
repair buffers: 9 / 75.07 / 24.49
multi-input cells: 9 / 65.06 / 21.22
clock buffers: 3 / 22.52 / 7.347
well taps: 46 / 57.56 / 18.78
flip-flops and latches: 4 / 83.83 / 27.35
where the power goes:
part           internal [W]  switching, W
Combinational     0.0000261     0.0000143
Clock              0.000112     0.0000587
Sequential         0.000143    0.00000518
Total              0.000281     0.0000782
kinds of logic after synthesis:
kind of cell             count (synthesis)  share of synthesized area, %
XOR/XNOR                                 1                         6.036
adder cells (fa/ha/maj)                  1                         8.619
flip-flops                               4                         55.17
multiplexers                             1                         10.34
AND/OR/NAND/NOR                          6                         19.82
what timing repair did:
action	4_1_cts	5_1_grt
resized	7	0
setup endpoints to repair	4	0
setup buffers	3	0
Power and IR drop assume default switching activity.
